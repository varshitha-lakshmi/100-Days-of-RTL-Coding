`flow/config.mk`:
```
export PLATFORM = sky130hd
export DESIGN_NAME = i2c_slave_controller
export DESIGN_NICKNAME = i2c_slave_controller
export VERILOG_FILES = /design/flow/design.v
export SDC_FILE = /design/flow/constraint.sdc
export NUM_CORES = 4
export LEC_CHECK = 1
export CORE_UTILIZATION = 30
```
`flow/constraint.sdc`:
```
current_design i2c_slave_controller

set clk_period 2.0
set clk_io_pct 0.2

create_clock -name clk0 -period $clk_period [get_ports {clk}]

set non_clock_inputs [all_inputs -no_clocks]
set_input_delay [expr $clk_period * $clk_io_pct] -clock clk0 $non_clock_inputs
set_output_delay [expr $clk_period * $clk_io_pct] -clock clk0 [all_outputs]
```
`flow/design.v`:
```
module i2c_slave_controller (
    input wire clk,           
    input wire rst_n,         
    inout wire sda,           
    input wire scl,           
    output reg [7:0] data_out,  
    input wire [7:0] data_in,   
    output reg done,           
    output reg ack             
);
    parameter SLAVE_ADDR = 7'h50;  
    parameter CLK_FREQ = 100_000_000;  
    parameter I2C_FREQ = 100_000;  
    parameter CLK_PER_I2C = CLK_FREQ / I2C_FREQ;  
    parameter IDLE = 3'd0, ADDR = 3'd1, ACK1 = 3'd2, DATA = 3'd3, ACK2 = 3'd4, STOP = 3'd5;
    reg [2:0] state, next_state;
    reg [6:0] addr_reg;
    reg [7:0] data_reg;
    reg [3:0] bit_count;
    reg sda_out, sda_oe;  
    reg sda_reg, scl_reg;  
    reg start_detected, stop_detected;
    reg rw;  
    always @(posedge clk or negedge rst_n) begin
        if (!rst_n) begin
            sda_reg <= 1;
            scl_reg <= 1;
        end else begin
            sda_reg <= sda;
            scl_reg <= scl;
        end
    end
    always @(posedge clk or negedge rst_n) begin
        if (!rst_n) begin
            start_detected <= 0;
            stop_detected <= 0;
        end else begin
            start_detected <= scl_reg && sda_reg && !sda;
            stop_detected <= scl_reg && !sda_reg && sda;
        end
    end
    always @(posedge clk or negedge rst_n) begin
        if (!rst_n)
            state <= IDLE;
        else
            state <= next_state;
    end
    always @(*) begin
        next_state = state;
        case (state)
            IDLE: begin
                if (start_detected)
                    next_state = ADDR;
            end
            ADDR: begin
                if (bit_count == 7 && scl_reg && !scl)
                    next_state = ACK1;
            end
            ACK1: begin
                if (scl_reg && !scl)
                    next_state = DATA;
            end
            DATA: begin
                if (bit_count == 8 && scl_reg && !scl)
                    next_state = ACK2;
            end
            ACK2: begin
                if (scl_reg && !scl)
                    next_state = stop_detected ? STOP : IDLE;
            end
            STOP: begin
                next_state = IDLE;
            end
        endcase
    end
    always @(posedge clk or negedge rst_n) begin
        if (!rst_n) begin
            addr_reg <= 0;
            data_reg <= 0;
            bit_count <= 0;
            sda_out <= 1;
            sda_oe <= 0;
            data_out <= 0;
            done <= 0;
            ack <= 1;
            rw <= 0;
        end else begin
            done <= 0;
            case (state)
                IDLE: begin
                    bit_count <= 0;
                    sda_oe <= 0;
                    sda_out <= 1;
                    ack <= 1;
                end
                ADDR: begin
                    if (!scl_reg && scl) begin  
                        addr_reg[6-bit_count] <= sda_reg;
                        bit_count <= bit_count + 1;
                    end
                end
                ACK1: begin
                    if (!scl_reg && scl) begin
                        sda_oe <= 1;
                        sda_out <= (addr_reg == SLAVE_ADDR) ? 0 : 1;  
                        ack <= (addr_reg != SLAVE_ADDR);  
                        rw <= sda_reg;  
                    end
                end
                DATA: begin
                    if (!scl_reg && scl) begin
                        if (rw) begin  
                            sda_oe <= 1;
                            sda_out <= data_in[7-bit_count];
                        end else begin  
                            data_reg[7-bit_count] <= sda_reg;
                        end
                        bit_count <= bit_count + 1;
                    end
                end
                ACK2: begin
                    if (!scl_reg && scl) begin
                        if (rw) begin
                            sda_oe <= 0;  
                        end else begin
                            sda_oe <= 1;
                            sda_out <= 0;  
                            data_out <= data_reg;
                            done <= 1;
                        end
                    end
                end
                STOP: begin
                    done <= 1;
                    sda_oe <= 0;
                    sda_out <= 1;
                end
            endcase
        end
    end
    assign sda = sda_oe ? sda_out : 1'bz;
endmodule
```
`flow/run.sh`:
```
#!/bin/bash
# OpenROAD 26Q1-2900-gdf79404cd8, Yosys 0.63+post, stock flow scripts
make -C /OpenROAD-flow-scripts/flow DESIGN_CONFIG=/design/flow/config.mk WORK_HOME=/design/flow/orfs finish
```
==> run notes <==
Status of the implementation.

- The flow did not finish.
- The halt point of the flow is 4_1_cts, for reference.
- The tool reported: "[error] [KeplerFormal.cpp:679] Workflow failed: Iso has multiple drivers: .sda0, sda$_DFFE_PN1P_.Q0".
- 22 I/O pins were placed.
- The post-detailed-placement half-perimeter wirelength is 4000 µm, for reference.
- After its last routability iteration, the placer logged a weighted congestion of ~0.9.
- A synthesized cell averages slightly below 10 µm².
- In this run the clock root is driven by a sky130_fd_sc_hd__clkbuf_8.
- The vertical extent of the die is slightly above 90 µm, for reference.
- The worst-case clock buffer depth is 2, for reference.
- After synthesis, the netlist uses around 46 different library cells.
- The number of flops mapped to enable cells by yosys is 0, for reference.
- Synthesis inferred just over 40 register bits.
- The total setup buffers inserted after CTS is 17, for reference.
- The tally of buffers added on design ports is 20, for reference.
- The async set or reset register ratio after synthesis is 1.00, for reference.
- The main flop type is sky130_fd_sc_hd__dfrtp_1, for reference.
- The number of clock sinks is just over 40, for reference.
- The post-synthesis chip area from yosys is ~0.0024 mm², for reference.
- The total of cells resized after clock tree synthesis is roughly 52, for reference.
- The number of buffers added to fix hold violations after cts is 0, for reference.
- The synthesized netlist handed to floorplanning was reported with a cell count of 245.
- Per the OpenROAD floorplan log, the width of the die is 91.9 µm.
- The floorplan has 32 rows.
- The number of CTS-inserted buffers is 5, for reference.
- The starting utilization of the core area is 0.312, for reference.
- The deepest level of the CTS H-tree is 2, for reference.
- Counting the warning lines in the Yosys log gives 2.
- The share of the yosys chip area belonging to registers is 0.426, for reference.
- The synthesized netlist was found by Yosys to have between 200 and 250 cells.
- The synthesized area is between 0.002 and 0.0025 mm², for reference.
[stage by stage]
step	worst slack (ns)	instances	instance area, µm²	total power, W
after floorplan	-0.772	245	2460	0.00300
after global placement	-0.704	406	3110	0.00413
after detailed placement	-0.737	406	3110	0.00415
[cells in the mapped netlist, drive strengths merged, types with 2 or more instances]
library cell  instances  area share
mux4                  2       0.020
nand4                 3      0.0077
nand4bb               2      0.0093
dfrtp                36        0.37
o211ai                4       0.012
or3                   2      0.0052
o2111ai               2      0.0072
buf                   5       0.014
nor2b                 2      0.0052
dfstp                 5       0.054
xnor2                 2      0.0072
o21ai                14       0.029
nand2                27       0.042
inv                  12       0.019
ha                   15       0.077
nand3                13       0.027
nor4                  3       0.014
nand2b                4       0.010
nor4b                 2      0.0072
o32ai                 2      0.0072
and3                  4       0.010
a21oi                 8       0.017
a22o                  4       0.014
clkbuf                6      0.0093
mux2                 21       0.098
nor2                 22       0.034
nor3                  9       0.021
[cell families after synthesis]
family / after synthesis / share of synthesized area
buffers and inverters: 23 / 0.0418
XOR/XNOR: 3 / 0.0108
adder cells (fa/ha/maj): 15 / 0.0775
flip-flops: 41 / 0.426
AND-OR/OR-AND: 41 / 0.113
AND/OR/NAND/NOR: 98 / 0.209
multiplexers: 24 / 0.122
Power figures rest on the tool's default switching activity, not on a simulated workload.
